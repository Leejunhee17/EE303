$ cat config.mk
export PLATFORM = sky130hd
export DESIGN_NAME = MUL_2b
export DESIGN_NICKNAME = MUL_2b
export VERILOG_FILES = /design/flow/design.v
export SDC_FILE = /design/flow/constraint.sdc
export NUM_CORES = 4
export LEC_CHECK = 1
export CORE_AREA = 10 10 70 70
export DIE_AREA = 0 0 80 80
$ cat constraint.sdc
current_design MUL_2b

set clk_period 1.5
set clk_io_pct 0.2

create_clock -name clk0 -period $clk_period

set non_clock_inputs [all_inputs -no_clocks]
set_input_delay [expr $clk_period * $clk_io_pct] -clock clk0 $non_clock_inputs
set_output_delay [expr $clk_period * $clk_io_pct] -clock clk0 [all_outputs]
$ cat design.v
module FULL_ADDER_1b(a, b, cin, s, cout);
	input a;
	input b;
	input cin;
	output s;
	output cout;
	assign s = a ^ b ^ cin;
	assign cout = (a & b) | (b & cin) | (a & cin);
endmodule
module MUL_2b(in1, in2, out);
	input [1:0] in1;
	input [1:0] in2;
	output [3:0] out;
	reg [3:0] out_R;
	reg a1, b1, cin1, a2, b2, cin2;
	wire s1, cout1, s2, cout2;
	assign out = out_R;
	FULL_ADDER_1b FA1 (a1, b1, cin1, s1, cout1);
	FULL_ADDER_1b FA2 (a2, b2, cin2, s2, cout2);
	reg [2:0] in12;
	reg a3, b3, cin3, a4, b4, cin4, a5, b5, cin5;
	wire s3, cout3, s4, cout4, s5, cout5;
	FULL_ADDER_1b FA3 (a3, b3, cin3, s3, cout3);
	FULL_ADDER_1b FA4 (a4, b4, cin4, s4, cout4);
	FULL_ADDER_1b FA5 (a5, b5, cin5, s5, cout5);
	always @* begin
		if (in2 == 2'b00) begin
			out_R = 4'b0000;
		end
		else if (in2 == 2'b01) begin
			out_R = in1;
		end
		else if (in2 == 2'b10) begin
			a1 = in1[0];
			b1 = in1[0];
			cin1 = 1'b0;
			out_R[0] = s1;
			a2 = in1[1];
			b2 = in1[1];
			cin2 = cout1;
			out_R[1] = s2;
			out_R[2] = cout2;
		end
		else begin
			a1 = in1[0];
			b1 = in1[0];
			cin1 = 1'b0;
			in12[0] = s1;
			a2 = in1[1];
			b2 = in1[1];
			cin2 = cout1;
			in12[1] = s2;
			in12[2] = cout2;
			a3 = in1[0];
			b3 = in12[0];
			cin3 = 1'b0;
			out_R[0] = s3;
			a4 = in1[1];
			b4 = in12[1];
			cin4 = cout3;
			out_R[1] = s4;
			a5 = cout4;
			b5 = in12[2];
			cin5 = 1'b0;
			out_R[2] = s5;
			out_R[3] = cout5;
		end
	end
endmodule
$ cat run.sh
#!/bin/bash
# OpenROAD 26Q1-2900-gdf79404cd8, Yosys 0.63+post, stock flow scripts
make -C /OpenROAD-flow-scripts/flow DESIGN_CONFIG=/design/flow/config.mk WORK_HOME=/design/flow/orfs finish
==> impl_metrics.json <==
{
  "area_growth_syn_to_layout_pct": 50.0,
  "drive_above_1_share": 0.161,
  "path_class": "in -> out",
  "end_kind": "output port",
  "maxSlewHeadroom": 0.882,
  "grt_pass1_vias": 170,
  "crit_arrival_ps": 1010,
  "fmax_mhz": 764,
  "syn_area_um2": 245,
  "diodes": 0,
  "dp_hpwl_um": 422,
  "power_frac_comb": 0.679,
  "yosys-top-cells-area": "dlxtn_1, mux2i_1, ha_1",
  "yosys_warnings": 1,
  "rows": 21,
  "antenna_found_initial": 0,
  "critPathLaunchType": "input pin",
  "status": "finished, final reports clean",
  "timing.final.hold_violations": 0,
  "fin_cells": 77,
  "setup_violations": 0,
  "synth.top_cell.area_share": 0.551,
  "grt_max_degree": 7,
  "untimed_endpoints": 10,
  "cp.required_ps": 1200,
  "vias": 171,
  "cpMaxStageDelayCell": "mux2i_1",
  "io_buffers": 8,
  "die_h_um": 80,
  "gp_congestion": 0.761,
  "ys.flops": 9,
  "route.detailed.drc": 0,
  "crit_chain": "buf_2 > mux2i_1 > o21ai_2 > dlygate4sd2_1",
  "wl_um": 488,
  "drt_iter0_markers": 10,
  "period_used_share": 0.873,
  "dp.cells": 77,
  "drv_cap": 0,
  "post-route-min-period_ps": 1310,
  "fin_tns_setup_ps": 0,
  "boundaryPins": 8,
  "grt.total_usage": 0.0162,
  "coreArea_um2": 3420,
  "yosys_area_um2": 245,
  "startpoint": "in2[0]",
  "powerDensity_nw_per_um2": 156,
  "unclocked_regs": 9,
  "synth.largest_area_cell": "dlxtn_1",
  "yosysUniqueCellTypes": 12,
  "synthCells": 24,
  "endpoint": "out[1]",
  "drv_slew": 0,
  "timing.final.ws_setup_ps": 191,
  "hold_class": "in -> out",
  "post-cts-setup-buffers": 0,
  "path_depth": 4,
  "fin_total_pwr_uw": 57.5,
  "floorplan.core_util": 0.0718,
  "vias_per_cell": 2.22,
  "most-common-layout-cells": "dlxtn_1, mux2i_1, dlygate4sd2_1",
  "p_leak_nw": 0.183,
  "critPathMaxStageDelay_ps": 240,
  "avgSynthCellArea_um2": 10.2,
  "ys_cells": 24,
  "die_area_um2": 6400,
  "final_common_cell": "dlxtn_1",
  "ant_nets": 0,
  "switching_share": 0.344,
  "seq_power_share": 0.321,
  "wl_per_cell_um": 6.34,
  "warning_count": 32,
  "tightest_slew_ps": 172,
  "gr-total-overflow": 0,
  "power_switching_uw": 19.8,
  "intPower_uw": 37.7,
  "crit_buf_inv": 2,
  "cts_hold_buf": 0,
  "rsz0062_at_grt": "no",
  "vdd_ir_drop_max_v": 0.0000331,
  "die_w_um": 80,
  "clkPwrFrac": 0,
  "dr.pass1.iters": 2,
  "pre_cts_ws_ps": -493,
  "grt_pass1_wl_um": 876,
  "path_max_fanout": 6,
  "fin_hold_ws_ps": 999,
  "crit_family": "buffers and inverters"
}
[synth_stat cells (all sizes together)]
master and n:
and2 1, buf 1, clkbuf 1, dlxtn 9, ha 2, inv 1
mux2i 3, nand2 1, nand3b 1, nor2 2, nor2b 1, o21ai 1
[flip-flops by register name, indices dropped and copies added, names as in the netlist]
signal and cells:
a2 1, b4 1, a3 1, b5 1, a5 1, out_R 1
cin2 1, a4 1, a1 1
[area by class of cell]
class | count | area (um^2)
fill | 397 | 3050
sequential | 9 | 135
multi-input combinational | 12 | 95.1
timing repair buffer | 9 | 76.3
tap | 46 | 57.6
inverter | 1 | 3.75
[kinds of logic (layout without fill, tap and decap cells)]
kind of cell,count (synthesis),in the layout,share of synthesized area
muxes,3,3,0.122
AOI/OAI and AO/OA,1,1,0.0204
and+or+nand+nor,6,6,0.128
buffers and inverters,3,10,0.0765
adders and majority gates,2,2,0.102
latches,9,9,0.551
[routing by layer]
metal,GRT usage,wire (um),up-vias
li1,-,-,91
met1,0.0281,303,72
met2,0.0152,96,8
met3,0.0102,89,0
met4,0,0,0
met5,0,0,-
[metrics by stage]
stage / utilization / instance area [um^2]
after global placement: 0.110 / 375
after floorplan: - / 245
after CTS: 0.107 / 365
after detailed placement: 0.110 / 375
after global routing: 0.108 / 368
final: 0.108 / 368
[timing repair]
action / in CTS / in global routing
pin swaps: 1 / 1
setup endpoints to repair: 3 / 1
endpoints found under the hold margin: 0 / 0
gates resized: 15 / 1
[worst min-delay path by stage]
| stage | from | end | slack, ps | cells past startpoint |
|---|---|---|---|---|
| 6_report | in2[1] | out[2] | 1000 | 4 |
| 5_1_grt | in2[1] | out[2] | 1060 | 4 |
| 4_1_cts | in2[0] | out[0] | 1140 | 3 |
[power by group through the flow]
stage / Combinational (mW) / Clock, mW / Sequential (mW)
after CTS: 0.0408 / 0 / 0.0185
after global routing: 0.0460 / 0 / 0.0192
final: 0.0390 / 0 / 0.0184
