===== /design/flow/design.v =====
`timescale 1ns / 1ps
module decoder(
  input  i_A,
  input  i_B,
  input  i_C,
  input  i_D,
  output o_1,
  output o_2,
  output o_3,
  output o_4,
  output o_5,
  output o_6,
  output o_7
);
reg o1_R, o2_R, o3_R, o4_R, o5_R, o6_R, o7_R;
assign o_1 = o1_R, o_2 = o2_R, o_3 = o3_R, o_4 = o4_R, o_5 = o5_R ,o_6 = o6_R, o_7 = o7_R;
always @* begin
  o1_R = (i_D | i_C | i_B | ~i_A) & (~i_C | i_B | i_A);
  o2_R = (~i_C | i_B | ~i_A) & (~i_C | ~i_B | i_A);
  o3_R = i_D | i_C | ~i_B | i_A;
  o4_R = (i_D | i_C | i_B | ~i_A) & (~i_C | i_B | i_A) & (~i_C | ~i_B | ~i_A);
  o5_R = ((~i_C) & (~i_A)) | (i_B & (~i_A));
  o6_R = (i_D | i_C | ~i_A) & (~i_B | ~i_A) & (i_C | ~i_B);
  o7_R = (i_D | i_C | i_B) & (~i_C | ~i_B | ~i_A);
end
endmodule

===== /design/flow/run.sh =====
#!/bin/bash
# OpenROAD 26Q1-2900-gdf79404cd8, Yosys 0.63+post, stock flow scripts
make -C /OpenROAD-flow-scripts/flow DESIGN_CONFIG=/design/flow/config.mk WORK_HOME=/design/flow/orfs finish

===== /design/flow/config.mk =====
export PLATFORM = sky130hd
export DESIGN_NAME = decoder
export DESIGN_NICKNAME = decoder
export VERILOG_FILES = /design/flow/design.v
export SDC_FILE = /design/flow/constraint.sdc
export NUM_CORES = 4
export LEC_CHECK = 1
export CORE_AREA = 10 10 70 70
export DIE_AREA = 0 0 80 80

===== /design/flow/constraint.sdc =====
current_design decoder

set clk_period 1.0
set clk_io_pct 0.2

create_clock -name clk0 -period $clk_period

set non_clock_inputs [all_inputs -no_clocks]
set_input_delay [expr $clk_period * $clk_io_pct] -clock clk0 $non_clock_inputs
set_output_delay [expr $clk_period * $clk_io_pct] -clock clk0 [all_outputs]

==> results.yml <==
# flow metrics
hold_path:
  holdPathStages: 3
  holdPathEnd: "o_7"
  hp-class: "input pin to output pin"
  hold_start: "i_B"
finish:
  layout-drive-gt1-share_pct: 65.5
  final_util_pct: 9.12
  syn_to_final_growth_pct: 219
  clkbuf_count: 0
  regArea_um2: 0
  flops: 0
job:
  cap_violations: 0
  warnings: 33
sta:
  finalWorstSetupSlack_ns: 0.0425
  max_freq_mhz: 1040
  min_period_ns: 0.957
  slew_headroom_pct: 90.4
  setup_violations: 0
  rsz0062_at_grt: "true"
  tightest_slew_ns: 0.143
  fin_hold_ws_ns: 0.669
  drv_slew: 0
  hold_viol_final: 0
  finalClockPeriodUsage_pct: 95.7
placed_design:
  routabilityCongestion: 0.714
  post-place-ws_ns: -0.918
  dp_hpwl_um: 387
  io_buffers: 11
cts:
  hold_buffers: 0
grt:
  grtUsageTotal_pct: 1.34
  grt_pass1_wl_um: 759
  antenna_found_initial: 0
  grt_pass1_vias: 166
  grt_overflow: 0
  grt_max_degree: 9
pwr:
  ir_drop_mv: 0.0343
  power_density_nw_per_um2: 345
  p_leak_nw: 0.117
worst_setup_path:
  worst-path-max-fanout: 3
  cp-end-kind: "output pin"
  start_kind: "input pin"
  required_ns: 0.80
  worstSetupPathType: "input pin to output pin"
  cp.arrival_ns: 0.76
route:
  dr.pass1.iters: 1
  routed_via_density: 2.19
  vias: 164
  antenna_cells: 0
  ant_nets: 0
  postRouteWirelength_um: 473
  drc: 0
  drtIter0Drc: 0
  post_drt_wl_per_cell_um: 6.31
synthesis:
  mappedNetlistArea_um2: 97.6
  synth_seq_share_pct: 0
  ys_warn_count: 1
  yosysCellCount: 18
  synth.avg_cell_area_um2: 5.42
  synth_chip_area_um2: 97.6
  synthCells: 18
  synth.distinct_cells: 12
floorplanning:
  die_area_um2: 6400
  die_x_um: 80
  pin_count: 11
  core_region_area_um2: 3420
  fp_util_pct: 2.86
  rows: 21
  die_height_um: 80
status:
  status: "completed"
-- critical path, cell delays in order --
cell and delay [ns]:
buf_6 0.11, xor2_2 0.17, nor2_1 0.06, a21oi_1 0.11
buf_2 0.11
-- placed cells by master, fill, tap and decap left out, drive strengths merged --
cell / instances
buf: 10
a21oi: 4
clkdlybuf4s15: 3
inv: 2
nor2: 2
nand2: 2
mux2: 1
xor2: 1
nor3: 1
nand2b: 1
a31oi: 1
nand3b: 1
-- where the power goes --
group	leakage, nW	switching [mW]	internal, mW
clock network	0	0	0
registers	0	0	0
logic	0.117	0.0439	0.0636
-- synthesized netlist by cell type --
cell	number	area, um2
nand2_1	2	7.51
inv_1	2	7.51
nand2b_1	1	6.26
clkbuf_2	1	5.00
a21oi_1	4	20.0
nand3b_1	1	7.51
mux2_2	1	11.3
nor3_1	1	5.00
nor2_1	2	7.51
a31oi_1	1	6.26
xor2_1	1	8.76
buf_2	1	5.00
-- worst max-delay path by stage --
stage	from	endpoint	slack (ns)	cells past startpoint
final	i_A	o_4	0.04	5
after global routing	i_A	o_4	-0.04	5
after CTS	i_B	o_4	0.004	5
-- routing by layer --
metal  routed length, um  vias up  GRT usage [%]
li1                    -       82              -
met5                   0        -              0
met3                 103        0          0.909
met4                   0        0              0
met2                 209        8           2.49
met1                 161       74           1.26
-- per-stage QoR --
stage               power [mW]  area, um2  setup TNS [ns]  std cells
floorplan               0.0299       97.6               0         18
detailed placement       0.101        278           -5.45         76
global placement        0.0994        278           -5.37         76
global route             0.120        312         -0.0357         75
CTS                     0.0998        293               0         75
finish                   0.108        312               0         75
-- area by class of cell --
cell class / count / area, um2
Fill cell: 404 / 3100
Timing Repair Buffer: 13 / 121
Inverter: 2 / 10.0
Multi-Input combinational cell: 14 / 123
Tap cell: 46 / 57.6
-- cell families (layout without fill, tap and decap cells) --
group,after synthesis,after routing,synth area share [%]
AND-OR/OR-AND,5,5,26.9
XOR/XNOR,1,1,8.98
buffers and inverters,4,15,17.9
multiplexers,1,1,11.5
AND/OR/NAND/NOR,7,7,34.6
-- timing repair --
action | in CTS | in global routing
gates resized | 51 | 5
pin swaps | 5 | 1
endpoints found under the setup margin | 7 | 4
setup buffers | 0 | 0
Power is estimated from default activity; no workload was simulated.
