<file path="run.sh">
#!/bin/bash
# OpenROAD 26Q1-2900-gdf79404cd8, Yosys 0.63+post, stock flow scripts
make -C /OpenROAD-flow-scripts/flow DESIGN_CONFIG=/design/flow/config.mk WORK_HOME=/design/flow/orfs finish
</file>
<file path="constraint.sdc">
current_design MAC

set clk_period 3.8
set clk_io_pct 0.2

create_clock -name clk0 -period $clk_period [get_ports {clk}]

set non_clock_inputs [all_inputs -no_clocks]
set_input_delay [expr $clk_period * $clk_io_pct] -clock clk0 $non_clock_inputs
set_output_delay [expr $clk_period * $clk_io_pct] -clock clk0 [all_outputs]
</file>
<file path="config.mk">
export PLATFORM = sky130hd
export DESIGN_NAME = MAC
export DESIGN_NICKNAME = MAC
export VERILOG_FILES = /design/flow/design.v
export SDC_FILE = /design/flow/constraint.sdc
export NUM_CORES = 4
export LEC_CHECK = 1
export CORE_AREA = 10 10 111 111
export DIE_AREA = 0 0 121 121
</file>
<file path="design.v">
`timescale 1ns / 1ps
module MAC(
  input  wire        clk,
  input  wire        rst,
  input  wire [3:0]  din_a,
  input  wire [3:0]  din_b,
  input  wire [3:0]  din_c,
  input  wire        din_valid,
  output reg  [8:0]  dout_a,
  output reg         dout_valid
);
reg[8:0] reg_AxB;
reg[3:0] reg_C;
reg reg_val;
always @ ( posedge clk ) begin
  dout_a = reg_AxB + reg_C;
  dout_valid = reg_val;
  reg_AxB = din_a * din_b;
  reg_C = din_c;
  reg_val = din_valid;
end
endmodule
</file>
==> flow_summary.yaml <==
# generated from flow reports
clock_network:
  cts_resized: 0
  cts_tree: "done"
  clockBufferDepth: 2
  clock-root-buffer: "clkbuf_8"
  clkLatencyLatePin_ns: 0.25
  cts_max_level: 1
  clk_pin_slew_ns: 0.07
  cts_setup_buffers: 0
  cts_hold_buf: 0
  numCtsBuffers: 3
  cts.sink_count: 23
finish:
  combGateArea_um2: 642
  synthToLayoutAreaGrowth_pct: 39.2
  flop_area_um2: 460
  final_cell_count_no_fill: 259
  drive_above_1_share: 0.103
  final_layout_top_logic_cells: "23 x dfxtp_1, 23 x clkdlybuf4s50_1, 16 x ha_1"
  n_fill_cell: 1089
power:
  leakagePower_nw: 0.673
  power_w: 0.000647
  internal_power_w: 0.000482
  switching_share: 0.255
  powerDensity_nw_per_um2: 411
  p_sw_w: 0.000165
  clockPowerShare: 0.222
  p_seq_frac: 0.480
  pwr-share-comb: 0.298
  vdd_ir_drop_max_mv: 0.138
setup_path:
  r2r_start: "reg_AxB[0]"
  critPathTopFamily: "adder cells"
  crit_fanout: 4
  arrival_ns: 3.47
  crit_chain: "clkdlybuf4s50_1, nand2_1, fa_1, inv_1, fa_1, ha_1, a211oi_2, o21bai_1, a21oi_2, xnor2_1"
  crit_top_cell: "fa_1"
  reg2regPathDepth: 7
  rrSetupSlack_ns: 2.22
  end_kind: "flop"
  cp.depth: 10
  cp-start-kind: "input port"
  crit_type: "input port to flop"
  max_stage_delay_ns: 0.54
  path_buffers: 2
  crit_required_ns: 3.97
  cp_slowest_cell: "fa_1"
  r2r-end: "dout_a[6]"
floorplanning:
  floorplan.core_util: 0.114
  die_h_um: 121
  die_area_um2: 14600
  coreArea_um2: 9860
  io_pins: 25
  rows: 36
  die_w_um: 121
place:
  dp_cells: 255
  hpwl_mm: 1.81
  place.gp.congestion: 0.751
  io_buffers: 23
final_timing:
  hold_viol: 0
  final.min_clock_period_ns: 3.30
  rsz0062_at_grt: "false"
  fin_setup_tns_ns: 0
  timing.final.crit_share: 0.868
  setup_viol: 0
  maxSlewViolCount: 0
  clock.fmax_mhz: 303
  fin_skew_ns: 0.000901
  hold-worst-slack_ns: 0.332
  max_slew_margin: 0.857
  worstMarginPinSlew_ns: 0.212
synthesis:
  edf_count: 0
  ys_cells: 99
  ys_ff: 23
  syn_area_per_cell_um2: 11.4
  synth.largest_area_cell: "dfxtp_1"
  top_area_frac: 0.408
  area_leaders: "dfxtp_1 41%, ha_1 18%, fa_1 8.9%, and2_1 7.2%, xnor2_1 4.7%"
  syn_area_um2: 1130
  ys_warn_count: 1
  async_flop_share: 0
  ys_seq_share: 0.408
  yosys_area_um2: 1130
  dominantRegCellSynth: "dfxtp_1"
  synth_cell_types: 20
  syn_inst: 99
global_route:
  grt_overflow: 0
  grt_max_degree: 14
  first_global_vias: 717
  groute.usage.overall: 0.0282
  antenna_found_initial: 0
  grt_pass1_wl_mm: 3.35
routing:
  insertedDiodeCount: 0
  drt-wirelength-per-cell_um: 7.84
  ant_nets: 0
  dr.first_iter.drc_count: 10
  via_per_inst: 2.74
  vias: 709
  wl_mm: 2.03
  first_pass_iters: 2
  drcViolationCount: 0
flow_run:
  openroad.warnings: 26
  cap_viol_max_count: 0
worst_hold_path:
  hold_path.class: "flop to flop"
  hp-start: "reg_val"
  hold_end: "dout_valid"
  min_delay_path_depth: 0
run_status:
  outcome: "completed"
==> power groups by stage <==
stage / clock [W] / combinational, W / sequential, W
CTS: 0.000151 / 0.000200 / 0.000312
global route: 0.000161 / 0.000223 / 0.000316
finish: 0.000143 / 0.000193 / 0.000310
==> cell type report <==
cell class / count / share of cell area
tap: 133 / 0.106
sequential: 23 / 0.293
timing repair buffer: 23 / 0.146
multi-input combinational: 69 / 0.408
inverter: 7 / 0.0167
clock buffer: 3 / 0.0263
clock inverter: 1 / 0.00318
==> how the worst max path moves through the flow <==
stage	start	endpoint	slack [ns]
final	din_b[3]	reg_AxB[7]	0.50
after global routing	din_b[3]	reg_AxB[7]	0.39
after CTS	din_b[3]	reg_AxB[7]	0.49
==> synth_stat cells, types with 2 or more instances <==
master     n
a211oi_2   2
a21oi_2    2
xor2_1     3
inv_1      7
o21ai_2    3
nand2_1    5
xnor2_1    6
o21ai_0    2
and3_1     2
and2_1    13
a21o_1     3
ha_1      16
a21oi_1    2
fa_1       5
dfxtp_1   23
==> stage by stage <==
step	utilization	instance area [um^2]	setup slack, ns
finish	0.159	1570	0.503
global route	0.159	1570	0.391
CTS	0.159	1570	0.487
detailed placement	0.155	1530	0.217
global placement	0.155	1530	0.244
floorplan	-	1130	0.901
==> kinds of logic (layout without fill, tap and decap cells) <==
logic type	Yosys count	count (layout)	share of synthesized area
buffers and inverters	7	34	0.0233
adder cells (fa/ha/maj)	21	21	0.266
XOR/XNOR	9	9	0.0698
AND/OR/NAND/NOR	23	23	0.121
flip-flops	23	23	0.408
AND-OR/OR-AND	16	16	0.112
==> sequential cells by signal, summed over array words and instances, names as in the netlist <==
signal / count
dout_a: 9
dout_valid: 1
reg_AxB: 8
reg_C: 4
reg_val: 1
==> routing by layer <==
metal	GRT usage	vias up	share of wire
li1	-	380	-
met1	0.0436	306	0.54
met2	0.0344	21	0.35
met3	0.0146	2	0.10
met4	0.00226	0	0.0098
met5	0	-	0
Power is estimated from default activity; no workload was simulated.
